[design/flow/config.mk]
export PLATFORM = sky130hd
export DESIGN_NAME = gain
export DESIGN_NICKNAME = gain
export VERILOG_FILES = /design/flow/design.v
export SDC_FILE = /design/flow/constraint.sdc
export NUM_CORES = 4
export LEC_CHECK = 1
export CORE_UTILIZATION = 50
[design/flow/constraint.sdc]
current_design gain

set clk_period 17.4
set clk_io_pct 0.2

create_clock -name clk0 -period $clk_period [get_ports {clock}]

set non_clock_inputs [all_inputs -no_clocks]
set_input_delay [expr $clk_period * $clk_io_pct] -clock clk0 $non_clock_inputs
set_output_delay [expr $clk_period * $clk_io_pct] -clock clk0 [all_outputs]
[design/flow/design.v]
module gain #(
    parameter DATA_SIZE = 32
)
(
    input   logic                           clock,
    input   logic                           reset,
    input   logic signed [DATA_SIZE - 1:0]  volume,
    input   logic signed [DATA_SIZE - 1:0]  in,
    output  logic                           in_rd_en,
    input   logic                           in_empty,
    output  logic signed [DATA_SIZE - 1:0]  gain_out,
    output  logic                           out_wr_en,
    input   logic                           out_full
);
typedef enum logic [1:0] {
    INIT,
    GAIN
} state_types;
state_types state, next_state;
function logic signed [DATA_SIZE-1:0] DEQUANTIZE(logic signed [DATA_SIZE-1:0] val);
    if (val < 0) begin
        DEQUANTIZE = DATA_SIZE'(-(-val >>> 10));
    end else begin
        DEQUANTIZE = DATA_SIZE'(val >>> 10);
    end
endfunction
logic signed [DATA_SIZE-1:0] gain, gain_c;
logic signed [DATA_SIZE-1:0] in_temp, in_temp_c;
always_ff @(posedge clock or posedge reset) begin
    if (reset == 1'b1) begin
        state <= INIT;
        gain <= '0;
        in_temp <= '0;
    end else begin
        state <= next_state;
        gain <= gain_c;
        in_temp <= in_temp_c;
    end
end
always_comb begin
    gain_c = gain;
    next_state = state;
    in_rd_en = 1'b0;
    out_wr_en = 1'b0;
    in_temp_c = in_temp;
    gain_out = '0;
    case (state) 
        INIT: begin
            if (in_empty == 1'b0) begin
                next_state = GAIN;
                in_rd_en = 1'b1;
                in_temp_c = in;
            end else begin
                next_state = INIT;
            end
        end
        GAIN: begin
            if (out_full == 1'b0) begin
                gain_out = DEQUANTIZE(in_temp * volume) << 4;
                in_temp_c = '0;
                out_wr_en = 1'b1;
                next_state = INIT;
            end else begin
                next_state = GAIN;
            end
        end
        default: begin
            gain_out = 'x;
            in_rd_en = 1'bx;
            out_wr_en = 1'bx;
            gain_c = 'x;
            in_temp_c = 'x;
        end
    endcase
end
endmodule
[design/flow/run.sh]
#!/bin/bash
# OpenROAD 26Q1-2900-gdf79404cd8, Yosys 0.63+post, stock flow scripts
make -C /OpenROAD-flow-scripts/flow DESIGN_CONFIG=/design/flow/config.mk WORK_HOME=/design/flow/orfs finish
==> impl_metrics.ini <==
; yosys + openroad results
[run_status]
run_status = complete, no violations

[yosys]
flop_cell = dfrtp_1
edf_count = 0
async_flop_share_pct = 100
synthTopCellsByArea = fa_1, and2_1, ha_1, inv_1, nand2_1
netlist.area_leader.share_pct = 43.5
netlist_instances = 2110
ys_seq_share_pct = 4.54
ys_warn_count = 1
avgSynthCellArea_um2 = 8.89
top_area_cell = fa_1
synth_flops = 34
ys_cells = 2110
ys_types = 78
synth_area_mm2 = 0.0188
ys_area_mm2 = 0.0188

[timing]
period_used_pct = 91.0
period_needed_ps = 15830
skew_ps = 6.13
fin_setup_tns_ps = 0
tightest_slew_ps = 898
finalHoldViolations = 0
max_slew_margin_pct = 39.9
setup_viol_count_final = 0
maxSlewViolCount = 0
rsz0062_at_grt = no
worst_slack_ps = 1570
hold_slack_ps = 500
max_freq_mhz = 63.2

[drt]
drt_wl_total_mm = 48.1
firstDrtPassIters = 5
drt_iter0_markers = 475
drc_errors = 0
vias = 13600
ant_nets = 0
avgRoutedWirePerCell_um = 18.4
viasPerCell = 5.20
antenna_cells = 0

[placed_design]
routabilityCongestion = 0.942
io_buffers = 97
dpl.hpwl_mm = 39.5
pre_cts_ws_ps = 1520
dp_cells = 2605

[global_routing]
grt_max_degree = 35
grt_first_pass_wirelength_mm = 79.6
grtUsageTotal_pct = 28.8
grt_pass1_vias = 14400
gr-total-overflow = 0
antenna_found_initial = 0

[finish]
fillers = 3352
final-seq-area_um2 = 852
final_cell_mix = inv_1, fa_1, and2_1
comb_area_mm2 = 0.0158
drive_gt1_share_pct = 3.40
syn_to_final_growth_pct = 8.44
final_cells = 2613
final_common_cell = inv_1

[clock_network]
clk_pin_slew_ps = 50
cts_buffer_depth = 2
cts_made_buffers = 5
post_cts_resized = 0
cts.sink_count = 34
postCtsHoldBufs = 0
postCtsSetupRepairBufs = 0
cts_tree = done
worst_skew_pair.late_latency_ps = 270
cts_root_buf = clkbuf_16
h-tree-depth = 2

[setup_path]
cp.arrival_ps = 12350
required_ps = 13920
cp.depth = 26
r2r_setup_slack_ps = 15930
timing.rr.start = in_temp[4]
crit_slowest_cell = clkdlybuf4s50_1
crit_type = in2out
rr_worst_depth = 2
r2r-end = in_temp[4]
startpoint = volume[2]
critical_path.top_delay_family = adder cells
worstSetupEndpoint = gain_out[23]
crit_path_end_kind = output port
cp_max_fo = 22
cp-start-kind = primary input
cp_num_buf_inv = 6
cp_common_cell = fa_1
slowest_delay_ps = 830

[worst_hold_path]
hold_path_class = reg2reg

[die]
die_y_um = 196
rows = 70
chipWidth_um = 196
fp-utilization_pct = 51.0
pin_count = 102
chip_area_mm2 = 0.0383
core_area_mm2 = 0.0368

[run]
warnings = 25
drv_cap = 0
-- sequential cells by signal (all words and copies together), names as in the netlist --
name and count:
in_temp 32, state 2
-- cell type report --
cell class,count,area share [%]
Tap cell,468,2.88
Timing Repair Buffer,139,6.32
Clock inverter,2,0.0615
Clock buffer,6,0.683
Multi-Input combinational cell,1528,77.8
Inverter,436,8.04
Sequential cell,34,4.19
-- logic make-up (layout without fill, tap and decap cells) --
kind of cell | Yosys count | count (layout) | share of synthesized area, %
xor+xnor | 99 | 99 | 4.62
fa+ha+maj | 559 | 559 | 53.6
buf+inv | 551 | 583 | 11.2
flops | 34 | 34 | 4.54
mux | 3 | 3 | 0.167
simple gates | 707 | 707 | 19.7
other cells | 1 | 4 | 0.0200
compound gates | 156 | 156 | 6.22
-- synthesized netlist by cell type, drive strengths merged, types with 4 or more instances --
library cell	instances
a22o	33
o21a	5
xor2	26
a21o	7
or3	8
o21ai	19
nor2b	4
o2111ai	6
buf	8
nor4	4
ha	151
nor3	16
and3	4
nand3b	4
nand3	12
nand4	11
clkbuf	107
nand2	258
xnor2	73
dfrtp	33
a21oi	40
a31oi	4
and2	317
inv	436
nor2	47
and4	6
fa	408
o41ai	4
nand2b	6
-- layer usage --
layer  global-route usage (%)  up-vias  share of wire, %
li1                         -     6391                 -
met1                     46.2     6731                45
met2                     42.3      439                45
met3                     9.46       28               8.4
met4                     3.07        0               1.3
met5                        0        -                 0
-- tightest hold or removal path, stage by stage (launching register included) --
cell	delay (ps)
dfstp_2	380
nand2_1	70
nand2_1	50
-- worst min path at each step --
stage                          to   startpoint  cells past startpoint  slack [ps]
final                    state[0]     state[0]                      2         500
after global routing  in_temp[14]  in_temp[14]                      1         540
after CTS                state[0]     state[0]                      2         500
-- through the flow --
stage	utilization [%]	area (um2)
2_1_floorplan	-	18800
3_3_place_gp	54.9	20200
6_report	55.3	20300
5_1_grt	55.3	20300
3_5_place_dp	54.9	20200
4_1_cts	55.3	20300
