### ./design.v
module divider #(
    parameter DIVIDEND_WIDTH = 32,
    parameter DIVISOR_WIDTH  = 32
) (
    input  logic                         clock,
    input  logic                         reset,
    input  logic                         start,
    input  logic [DIVIDEND_WIDTH-1:0]      dividend,
    input  logic [DIVISOR_WIDTH-1:0]       divisor,
    output logic [DIVIDEND_WIDTH-1:0]      quotient,
    output logic [DIVISOR_WIDTH-1:0]      remainder,
    output logic                         done,
    output logic                         overflow
);
    typedef enum logic [1:0] {
        INIT,
        CALC,
        DONE
    } state_t;
    state_t state, next_state;
    logic [DIVIDEND_WIDTH-1:0] dividend_reg, dividend_next;
    logic [DIVIDEND_WIDTH-1:0] quotient_reg, quotient_next;
    logic [DIVIDEND_WIDTH-1:0] remainder_reg, remainder_next;
    logic [$clog2(DIVIDEND_WIDTH+1)-1:0] count, count_next;
    logic overflow_reg, overflow_next;
    always_ff @(posedge clock or posedge reset) begin
        if (reset) begin
            state         <= INIT;
            dividend_reg  <= '0;
            quotient_reg  <= '0;
            remainder_reg <= '0;
            count         <= '0;
            overflow_reg  <= 1'b0;
        end else begin
            state         <= next_state;
            dividend_reg  <= dividend_next;
            quotient_reg  <= quotient_next;
            remainder_reg <= remainder_next;
            count         <= count_next;
            overflow_reg  <= overflow_next;
        end
    end
    always_comb begin
        dividend_next   = dividend_reg;
        quotient_next   = quotient_reg;
        remainder_next  = remainder_reg;
        count_next      = count;
        overflow_next   = overflow_reg;
        done       = 1'b0;
        case (state)
            INIT: begin
                if (start == 1'b1) begin
                    if (divisor == 0) begin
                        overflow_next = 1'b1;
                        quotient_next = '0;
                        remainder_next = '0;
                        next_state = DONE;
                    end else begin
                        overflow_next = 1'b0;
                        dividend_next = dividend;
                        quotient_next = '0;
                        remainder_next = '0;
                        count_next = DIVIDEND_WIDTH;
                        next_state = CALC;
                    end
                end else begin
                    next_state = INIT;
                end
            end
            CALC: begin : calc_block
                logic [DIVIDEND_WIDTH:0] temp;
                temp = {remainder_reg, dividend_reg[DIVIDEND_WIDTH-1]};
                dividend_next = dividend_reg << 1;
                quotient_next = quotient_reg << 1;
                if (temp >= divisor) begin
                    remainder_next = temp - divisor;
                    quotient_next = quotient_next | 1;
                end else begin
                    remainder_next = temp;
                end
                count_next = count - 1;
                if (count == 1)
                    next_state = DONE;
                else
                    next_state = CALC;
            end
            DONE: begin
                done = 1'b1;
                next_state = INIT;
            end
            default: begin
                next_state = INIT;
            end
        endcase
    end
    assign quotient = quotient_reg;
    assign remainder = remainder_reg;
    assign overflow = overflow_reg;
endmodule
### ./run.sh
#!/bin/bash
# OpenROAD 26Q1-2900-gdf79404cd8, Yosys 0.63+post, stock flow scripts
make -C /OpenROAD-flow-scripts/flow DESIGN_CONFIG=/design/flow/config.mk WORK_HOME=/design/flow/orfs finish
### ./config.mk
export PLATFORM = sky130hd
export DESIGN_NAME = divider
export DESIGN_NICKNAME = divider
export VERILOG_FILES = /design/flow/design.v
export SDC_FILE = /design/flow/constraint.sdc
export NUM_CORES = 4
export LEC_CHECK = 1
export CORE_UTILIZATION = 30
export SYNTH_HDL_FRONTEND = slang
### ./constraint.sdc
current_design divider

set clk_period 9.5
set clk_io_pct 0.2

create_clock -name clk0 -period $clk_period [get_ports {clock}]

set non_clock_inputs [all_inputs -no_clocks]
set_input_delay [expr $clk_period * $clk_io_pct] -clock clk0 $non_clock_inputs
set_output_delay [expr $clk_period * $clk_io_pct] -clock clk0 [all_outputs]
==> impl_metrics.yaml <==
# flow metrics
clock_network:
  cts_root_buf: "clkbuf_16"
  post_cts_buffers: 0
  max-clock-path-buffers: 2
  cts_tree: "yes"
  cts_sinks: 106
  hold_buffers: 0
  h-tree-depth: 3
  cts.clk_slew.worst_paths_ps: 70
  cts_buffers: 9
  cts.repair.resized: 0
  clk_latency_ps: 360
critical_path:
  path_buffers: 3
  crit_chain: "clkdlybuf4s50_1 > inv_1 > ha_1 > and3_1 > and4_1 > nand4_1 > a21o_1 > nand3_1 > a31oi_1 > a31o_2 > buf_4 > nand2b_1 > o21ai_1"
  critPathMaxStageDelay_ps: 480
  critPathLaunchType: "input port"
  end_kind: "register"
  crit_arrival_ps: 5170
  required_ps: 9720
  crit_type: "input port to register"
  cpMaxStageDelayCell: "clkdlybuf4s50_1"
  critPathMaxFanout: 26
  path_delay_family: "buffers and inverters"
synth:
  mux_share_pct: 8.75
  synthTopLogicFamily: "AND-OR/OR-AND gates"
  synth_flops: 106
  avgSynthCellArea_um2: 9.44
  netlist_instances: 673
  post_synth_instance_area_um2: 6350
  yosys_warnings: 0
  synth.cellmix.compoundShare_pct: 20.5
  synth-edff-count: 0
  ys_sh_simple_pct: 12.5
  ys_cells: 673
  synth-xor-area-share_pct: 4.55
  ys_sh_adder_pct: 7.01
  synthArstFlopShare_pct: 100
  yosys.cell_types.count: 61
  synth_seq_share_pct: 41.8
  flop_cell: "dfrtp_1"
  yosysChipArea_um2: 6350
route:
  drtPass1Iterations: 5
  postRouteAntennaNets: 0
  drt_iter0_markers: 346
  antenna_cells: 0
  viasPerCell: 4.97
  wirelength_um: 16200
  vias: 5296
  avgRoutedWirePerCell_um: 15.2
  drc: 0
grt:
  grt_overflow: 0
  grt_pass1_vias: 5109
  grt_max_degree: 68
  antenna_found_initial: 1
  grt_pass1_wl_um: 26900
  grt.total_usage_pct: 15.5
placed_design:
  dp_hpwl_um: 11700
  gp_congestion: 0.882
  port_buffers: 132
final_timing:
  period_minus_slack_ps: 4950
  max_freq_ghz: 0.202
  grt_setup_unrepaired: "false"
  slew_violations: 0
  finalHoldViolations: 0
  finalSetupViolCount: 0
  relSlewSlack_pct: 50.1
  tightest_slew_ps: 730
  period_used_pct: 52.1
  fin_tns_setup_ps: 0
  whs_ps: 480
  finClkSkew_ps: 9.97
job:
  warnings: 26
  maxCapViolCount: 0
power_and_ir_drop:
  vdd_ir_drop_max_mv: 0.132
  p_leak_nw: 3.75
  p_per_area_nw_per_um2: 320
final_layout:
  drive_above_1_share_pct: 5.03
  fill_cells: 2033
  syn2layout_area_growth_pct: 29.7
  lay_top_count: "clkdlybuf4s50_1"
  lay_top_cells: "132 x clkdlybuf4s50_1, 104 x dfrtp_1, 61 x nor2_1"
floorplanning:
  rows: 52
  dieArea_um2: 21800
  initial_core_util_pct: 31.0
  core_area_um2: 20500
  ios: 133
  dieWidth_um: 148
  dieHeight_um: 148
worst_hold_path:
  hold_class: "register to register"
outcome:
  status: "completed"
-- cells by family (layout without fill, tap and decap cells) --
| family | Yosys count | in the layout |
|---|---|---|
| AOI/OAI and AO/OA | 194 | 194 |
| DFF | 106 | 106 |
| and+or+nand+nor | 175 | 175 |
| muxes | 55 | 55 |
| xor gates and xnor gates | 33 | 33 |
| adders and majority gates | 35 | 35 |
| buffers and inverters | 75 | 197 |
-- through the flow --
stage / std cells / setup slack (ps) / instance area [µm²] / power [mW] / utilization (%)
floorplan: 673 / 4810 / 6350 / 1.81 / -
global placement: 1049 / 4320 / 7920 / 2.24 / 38.6
detailed placement: 1049 / 4250 / 7920 / 2.25 / 38.6
CTS: 1065 / 4620 / 8240 / 2.66 / 40.2
global route: 1065 / 4360 / 8240 / 2.86 / 40.2
finish: 1065 / 4550 / 8240 / 2.63 / 40.2
-- synth_stat cells, types with 7 or more instances --
| master | number | area (µm²) |
|---|---|---|
| nor3_1 | 7 | 35.0 |
| mux2i_1 | 54 | 541 |
| xor2_1 | 12 | 105 |
| nor4_1 | 8 | 50.1 |
| ha_1 | 34 | 425 |
| a22o_1 | 31 | 272 |
| inv_1 | 42 | 158 |
| a21oi_1 | 59 | 295 |
| o21ai_1 | 12 | 60.1 |
| xnor2_1 | 21 | 184 |
| a32oi_1 | 7 | 61.3 |
| nand2_1 | 55 | 206 |
| o21ai_0 | 28 | 140 |
| nand4_1 | 8 | 50.1 |
| nand2b_1 | 7 | 43.8 |
| dfrtp_1 | 105 | 2630 |
| clkbuf_1 | 22 | 82.6 |
| nor2_1 | 61 | 229 |
| nand3_1 | 12 | 60.1 |
| a21o_1 | 15 | 113 |
-- where the power goes --
part           switching (mW)  internal (mW)
clock                   0.187          0.212
combinational           0.781          0.692
sequential              0.138          0.625
total                    1.11           1.53
-- routing by layer --
layer / global-route usage [%] / share of wire, %
met3: 3.65 / 6.0
met4: 1.39 / 1.2
met5: 0 / 0.068
met2: 23.0 / 43
met1: 24.4 / 50
-- final cells by class --
cell class	instances	area, µm²	share of cell area (%)
Clock buffer	9	225	2.73
Tap cell	270	338	4.10
Inverter	42	160	1.94
Multi-Input combinational cell	492	3390	41.2
Clock inverter	7	92.6	1.12
Sequential cell	106	2660	32.2
Timing Repair Buffer	139	1370	16.7
-- final timing paths --
kind	start	to	slack, ps	cells after the start
hold / removal	overflow	overflow	480	1
setup / recovery	divisor[14]	remainder[25]	4550	13
hold reg to reg	overflow	overflow	480	1
max in group asynchronous	reset	state[2]	6280	3
setup reg to reg	remainder[13]	remainder[25]	6150	11
min in group asynchronous	reset	quotient[10]	1980	2
No activity file was given, so power comes from the tool's default toggle rates.
