`/design/flow/design.v`:
```
module multiply #(
    parameter DATA_SIZE = 32
)
(
    input   logic                           clock,
    input   logic                           reset,
    input   logic signed [DATA_SIZE - 1:0]  x,
    output  logic                           x_in_rd_en,
    input   logic                           x_in_empty,
    input   logic signed [DATA_SIZE - 1:0]  y,
    output  logic                           y_in_rd_en,
    input   logic                           y_in_empty,
    output  logic signed [DATA_SIZE - 1:0]  mult_out,
    output  logic                           out_wr_en,
    input   logic                           out_full
);
typedef enum logic [1:0] {
    INIT,
    MULTIPLY,
    WRITE
} state_types;
state_types state, next_state;
function logic signed [DATA_SIZE-1:0] DEQUANTIZE(logic signed [DATA_SIZE-1:0] val);
    if (val < 0) begin
        DEQUANTIZE = DATA_SIZE'(-(-val >>> 10));
    end else begin
        DEQUANTIZE = DATA_SIZE'(val >>> 10);
    end
endfunction
logic signed [DATA_SIZE-1:0] mult, mult_c;
logic signed [DATA_SIZE-1:0] x_temp, x_temp_c, y_temp, y_temp_c;
always_ff @(posedge clock or posedge reset) begin
    if (reset == 1'b1) begin
        state <= INIT;
        mult <= '0;
        y_temp <= '0;
        x_temp <= '0;
    end else begin
        state <= next_state;
        mult <= mult_c;
        x_temp <= x_temp_c;
        y_temp <= y_temp_c;
    end
end
always_comb begin
    mult_c = mult;
    next_state = state;
    x_in_rd_en = 1'b0;
    y_in_rd_en = 1'b0;
    out_wr_en = 1'b0;
    x_temp_c = '0;
    y_temp_c = '0;
    mult_out = '0;
    case (state) 
        INIT: begin
            if (x_in_empty == 1'b0 && y_in_empty == 1'b0) begin
                next_state = MULTIPLY;
                x_in_rd_en = 1'b1;
                y_in_rd_en = 1'b1;
                x_temp_c = x;
                y_temp_c = y;
            end else begin
                next_state = INIT;
            end
        end
        MULTIPLY: begin
            mult_c = $signed(x_temp) * $signed(y_temp);
            next_state = WRITE;
        end
        WRITE: begin
            if (out_full == 1'b0) begin
                mult_out = DEQUANTIZE(mult);
                out_wr_en = 1'b1;
                next_state = INIT;
            end else 
                next_state = WRITE;
        end
        default: begin
            mult_out = 'x;
            x_in_rd_en = 1'bx;
            y_in_rd_en = 1'bx;
            out_wr_en = 1'bx;
            mult_c = 'x;
            x_temp_c = 'x;
            y_temp_c = 'x;
        end
    endcase
end
endmodule
```
`/design/flow/run.sh`:
```
#!/bin/bash
# OpenROAD 26Q1-2900-gdf79404cd8, Yosys 0.63+post, stock flow scripts
make -C /OpenROAD-flow-scripts/flow DESIGN_CONFIG=/design/flow/config.mk WORK_HOME=/design/flow/orfs finish
```
`/design/flow/config.mk`:
```
export PLATFORM = sky130hd
export DESIGN_NAME = multiply
export DESIGN_NICKNAME = multiply
export VERILOG_FILES = /design/flow/design.v
export SDC_FILE = /design/flow/constraint.sdc
export NUM_CORES = 4
export LEC_CHECK = 1
export CORE_UTILIZATION = 50
```
`/design/flow/constraint.sdc`:
```
current_design multiply

set clk_period 17.3
set clk_io_pct 0.2

create_clock -name clk0 -period $clk_period [get_ports {clock}]

set non_clock_inputs [all_inputs -no_clocks]
set_input_delay [expr $clk_period * $clk_io_pct] -clock clk0 $non_clock_inputs
set_output_delay [expr $clk_period * $clk_io_pct] -clock clk0 [all_outputs]
```
==> out/qor.csv <==
metric,value,unit
Pwr Density,36.6,mW/mm^2
vias,14100,
Worst path max stage delay,0.48,ns
CP Capture Type,output pin,
hold slack,0.497,ns
Clock Power Share,26.5,%
Fin Clk Skew,0.0109,ns
most frequent logic cell in the layout,inv_1,
"Hold Vio Cnt, Final",0,
"Clk pin slew, worst setup/hold paths",0.07,ns
all-layer global routing usage,26.8,%
Port Buffers,103,
HPWL after DPL,37600,um
leading register cell type out of synthesis,dfrtp_1,
gr ovfl total,0,
Slew @ Worst Pin,0.756,ns
Die ar.,0.0421,sq mm
Switching Fraction,38.9,%
Worst path slowest cell,clkdlybuf4s50_1,
worst rel slew slack,49.6,%
share of layout cells above drive strength 1,3.43,%
RSZ-0062 raised after global routing,no,
GP Congestion,0.929,
Worst path most repeated cell,clkdlybuf4s50_1,
Ports,104,
most common logic cells in the final layout,"inv_1 (449), fa_1 (408), and2_1 (401)",
Max Cap Viol,0,
final setup vio count,0,
"Slew Viols, Final",0,
Syn Inst Count,2233,
flops out of synthesis,99,
Core ar.,0.0407,sq mm
outcome,"complete, no violations",
# hold bufs at CTS,0,
"Seq/Total Area, Yosys",12.0,%
die height,205,um
FF-to-FF setup slack,9.74,ns
final period utilization,50.7,%
worst path cell trace,clkdlybuf4s50_1 -> nand2b_1 -> buf_4 -> inv_1 -> nand2_1 -> o21bai_2 -> a21oi_1 -> clkdlybuf4s50_1,
FP Util,50.6,%
Fill cells,3671,
Setup TNS,0,ns
Leak,11.2,nW
vias per cell,5.01,
CP bufs+invs,4,
Post-synth ARST share,100,%
synthesis-to-layout area growth,9.01,%
H-tree depth,3,
peak supply drop,0.0000503,V
Post-CTS Setup Repair Bufs,0,
Synth Warn #,1,
CTS sink cnt,99,
TritonCTS buffer count,9,
Switching Power,0.320,mW
combinational share of power,37.4,%
DRT Wirelength,49100,um
Tot Pwr,0.823,mW
largest net degree at the start of global routing,67,
CP Class,input pin to output pin,
num rows,74,
worst path arrival time,5.31,ns
"critical path fanouts, max",24,
mapped cell area,0.0206,sq mm
YS chip area,0.0206,sq mm
yosys cell count,2233,
Max clock buf depth,2,
count of different cell masters after synthesis,65,
drt first pass iters,5,
Period minus WS final,8.77,ns
startpoint types,input pin,
tool warnings,25,
DRT iter0 DRCs,464,
number of enable flip-flop cells,0,
DRT antenna net count,0,
FMAX,114,MHz
WL/cell,17.5,um
vias in the first global route,14800,
Remaining DRCs,0,
chip width,205,um
clock latency (worst-skew pair),0.39,ns
initial antenna violation count,0,
sequential power share,36.1,%
antenna diode count,0,
crit-path leading delay family,buffers and inverters,
CTS tree,yes,
mean area per synthesized cell,9.23,sq um
Hold WC Path Type,register to register,
Internal,0.502,mW
post_cts resized,0,
root buf cell,clkbuf_16,
Required @ worst endpoint,13.84,ns
first-pass GRT wire length,79400,um
==> cells by family (layout without fill, tap and decap cells) <==
kind of cell	after synthesis	count (layout)	share of synthesized area, %
simple gates	789	789	20.6
flops	99	99	12.0
compound gates	119	119	3.79
buf+inv	563	607	10.3
xor+xnor	101	101	4.36
fa+ha+maj	559	559	48.8
mux	3	3	0.158
==> area by class of cell <==
cell class / count / area (sq um) / share of cell area, %
clock buffer: 9 / 225 / 1.00
inverter: 450 / 1690 / 7.53
multi-input combinational: 1571 / 16000 / 71.3
timing repair buffer: 141 / 1320 / 5.86
sequential: 99 / 2480 / 11.0
tap: 532 / 666 / 2.96
clock inverter: 7 / 82.6 / 0.367
==> power by group through the flow <==
stage,registers [mW],logic [mW],clock network (mW)
CTS,0.298,0.311,0.226
finish,0.297,0.308,0.218
global route,0.303,0.350,0.234
==> synthesized netlist by cell type, types with 3 or more instances <==
cell       number  area [sq um]
nand4_1         8          50.1
xor2_1         34           298
nor3_1         12          60.1
or3_1           5          31.3
a211oi_1        4          30.0
nor4_4          3          63.8
and4_1          3          26.3
o21ai_0        33           165
dfrtp_1        98          2450
o221ai_1        3          26.3
or2_2           3          18.8
o21a_1          7          52.6
nor2_1         52           195
inv_1         450          1690
nor4_1          5          31.3
o2111ai_1       3          26.3
fa_1          408          8170
ha_1          151          1890
nand3_1        21           105
a31oi_1         3          18.8
o31ai_1         4          30.0
and2_1        401          2510
and3_1          8          50.1
nor3b_1         5          37.5
nand2_1       248           931
nor2b_1         3          18.8
buf_2           6          30.0
a21oi_1        29           145
clkbuf_1      104           390
xnor2_1        66           578
a21o_1          9          67.6
==> sequential cells by signal (all words and copies together) (netlist names) <==
register and flops:
y_temp 32, state 3, mult 32, x_temp 32
==> path summary, 6_finish.rpt <==
| path | start | end | cells after the start |
|---|---|---|---|
| max | out_full | mult_out[24] | 8 |
| min | state[2] | state[1] | 1 |
| max in group asynchronous | reset | x_temp[2] | 3 |
| min in group asynchronous | reset | mult[7] | 2 |
| min reg2reg | state[2] | state[1] | 1 |
| max reg2reg | y_temp[6] | mult[30] | 23 |
==> metrics by stage <==
stage,instances,utilization [%],setup WS (ns),area [sq um]
after floorplan,2233,-,9.68,20600
after global placement,2793,54.4,8.54,22200
after detailed placement,2793,54.4,8.52,22200
after CTS,2809,55.2,8.51,22500
after global routing,2809,55.2,8.37,22500
final,2809,55.2,8.53,22500
==> routing by layer <==
metal	part of all wire, %	track usage, %	up-vias
li1	-	-	6670
met1	43	40.0	6892
met2	45	39.9	432
met3	8.4	9.55	73
met4	3.3	6.59	0
met5	0	0	-
Power figures rest on the tool's default switching activity, not on a simulated workload.
